--- run.sh ---
#!/bin/bash
# OpenROAD 26Q1-2900-gdf79404cd8, Yosys 0.63+post, stock flow scripts
make -C /OpenROAD-flow-scripts/flow DESIGN_CONFIG=/design/flow/config.mk WORK_HOME=/design/flow/orfs finish
--- config.mk ---
export PLATFORM = sky130hd
export DESIGN_NAME = BranchControl
export DESIGN_NICKNAME = BranchControl
export VERILOG_FILES = /design/flow/design.v
export SDC_FILE = /design/flow/constraint.sdc
export NUM_CORES = 4
export LEC_CHECK = 1
export CORE_AREA = 10 10 79 79
export DIE_AREA = 0 0 89 89
--- constraint.sdc ---
current_design BranchControl

set clk_period 2.1
set clk_io_pct 0.2

create_clock -name clk0 -period $clk_period

set non_clock_inputs [all_inputs -no_clocks]
set_input_delay [expr $clk_period * $clk_io_pct] -clock clk0 $non_clock_inputs
set_output_delay [expr $clk_period * $clk_io_pct] -clock clk0 [all_outputs]
--- design.v ---
`timescale 1ns / 1ps
module BranchControl(IRF, IREX, RS, RT, isBranch, doBranch);
input [31:0] IRF, IREX, RS, RT; 
output isBranch, doBranch;
reg Branch;
parameter    
   BEQ = 6'h04, 
   BNE = 6'h05,
   BLEZ= 6'h06,
   BGTZ= 6'h07;
assign doBranch = (Branch & isBranch);
assign isBranch = ((IRF[31:26] == BEQ) | (IRF[31:26] == BNE) |
                   (IRF[31:26] == BLEZ)|(IRF[31:26] == BGTZ))|
                   ((IREX[31:26] == BEQ) | (IREX[31:26] == BNE)|
                   (IREX[31:26] == BLEZ)|(IREX[31:26] == BGTZ));
always @(*) 
   casez (IREX[31:26])
      BEQ:  
            Branch = (RS == RT);
      BNE:  
            Branch = (RS != RT);
      BLEZ: 
            Branch = (RS[31] | (RS == 32'h0));
      BGTZ: 
            Branch = (~RS[31]);
      default: Branch = 1'b0;
   endcase
endmodule
==> results_slide.txt <==
Key Metrics from the Run

Route
  • WL/cell: 16.2 um
  • DRT Pass-1 Iters: 2
  • Routed WL: 3210 um
  • 1st-iter DRT viols: 4
  • Via Count: 773
  • DR vias/cell: 3.88
  • Antenna viol nets, final: 0
  • Ant diodes: 0
  • DRC: 0

Critical path
  • WP depth: 7
  • Worst Setup Start Kind: input port
  • Crit-path max cell delay: 0.30 ns
  • CP Class: in -> out
  • Critical-path cell list: buf_6 -> xor2_2 -> nor4_4 -> nand4_1 -> nor4b_2 -> nor3b_2 -> buf_2
  • Crit path buffers/inverters: 2
  • CP endpoint kind: output port
  • Worst path arrival time: 1.66 ns
  • Crit path DRT: 1.68 ns
  • Crit-path max FO: 2
  • CP max stage cell: nor4_4
  • Top cell family by delay on the critical path: simple AND/OR/NAND/NOR gates

GRT
  • Vias in the first global route: 936
  • All-Layer GR Usage: 7.64%
  • Gr ovfl total: 0
  • Initial antenna violation count: 0
  • First-pass GRT wire length: 4650 um
  • Largest net degree at the start of global routing: 5

Yosys
  • Top cells by count, synth: xor2_1 (32), nor4_1 (12), nand4_1 (4), nor4_2 (4), nor2_1 (2)
  • Post-synthesis sequential area ratio: 0%
  • Post-Syn Area: 503 um2
  • Syn. warnings: 1
  • Top area cells in the synthesized netlist: xor2_1 (56%), nor4_1 (15%), nor4_2 (10%)
  • Cell Type Count: 14
  • Top area contributor share: 55.7%
  • YS chip area: 503 um2
  • Most frequent cell after synthesis: xor2_1
  • Yosys top cell by area: xor2_1
  • Yosys Instances: 63
  • Syn Inst Count: 63
  • Syn_area_per_cell: 7.98 um2

Pwr
  • Logic gate share of total power: 100.0%
  • Switching Fraction: 44.5%
  • Clk network pwr share: 0%
  • Reg power frac: 0%
  • Cell area power density: 167 mW/mm2
  • P_int: 0.122 mW
  • Maximum VDD drop: 53.3 uV
  • Leak: 0.555 nW
  • P_sw: 0.0980 mW

Floorplan
  • Height of the die: 89 um
  • Core Footprint: 0.00466 mm2
  • IO Count: 130
  • Die X: 89 um
  • Pre-Place Util: 10.8%
  • Row count: 25
  • Die Size: 0.00792 mm2

Run status
  • Status: finished clean

STA
  • Setup TNS Final: 0 ns
  • Final slew viol count: 0
  • Slew headroom: 81.7%
  • PnR worst setup slack: 0.0205 ns
  • Fin. Hold Viols: 0
  • Final setup vio count: 0
  • Hold slack: 1.35 ns
  • Post-route minimum period: 2.08 ns
  • RSZ-0062 raised after global routing: yes
  • Peak Freq: 0.481 GHz
  • Cycle use final: 99.0%
  • Worst slew pin tran: 0.272 ns

Layout
  • Fin util: 28.3%
  • Finished Layout Cells: 199
  • Flop area: 0 um2
  • P&R area growth vs syn: 163%
  • Flop count: 0
  • Share of layout cells above drive strength 1: 61.4%
  • Comb area: 677 um2
  • Clock buf count: 0
  • Filler Cells Inserted: 517

Placement
  • DP Wirelength: 2970 um
  • Dpl cells: 201
  • Gpl congestion: 0.797
  • Dpl ws: -0.794 ns
  • Buffers added on ports: 76

Hold path
  • Worst Hold Class: in -> out
  • Worst Hold Depth: 7

Clocking
  • Post-CTS Hold Buffers: 0

Flow run
  • Tool warnings: 87
  • Max_cap viols: 0
==> layer usage <==
layer / wire length [um] / global-route usage (%)
met2: 1520 / 13.4
met3: 330 / 2.30
met4: 0 / 0
met5: 0 / 0
met1: 1370 / 9.60
==> cell usage in the layout, fill, tap and decap left out <==
cell              n
o21ai_1           1
nor4_2            8
buf_4             5
buf_6             5
clkbuf_2          9
nor4_4            5
xor2_1           24
nor4_1            3
clkdlybuf4s15_2   4
nor3b_2           1
nor2_1            2
inv_1             1
a31oi_2           1
xor2_2            8
o41ai_1           1
clkdlybuf4s50_1   6
clkdlybuf4s15_1   7
or4b_4            1
o211ai_1          1
dlygate4sd2_1     5
nor4b_2           1
nand4_1           4
buf_8             1
buf_2            40
nand2_1           1
==> final cells by class <==
class                      instances  area share, %
multi-input combinational         62           51.2
inverter                           1          0.284
timing repair buffer              82           43.4
tap                               54           5.11
==> path summary, 6_finish.rpt <==
check	slack (ns)	to	from
worst min-delay path	1.35	doBranch	RS[5]
worst max-delay path	0.02	doBranch	RT[5]
==> stage by stage <==
step | power [mW] | area [um2]
after floorplan | 0.0576 | 503
after global placement | 0.242 | 1390
after detailed placement | 0.242 | 1390
after CTS | 0.211 | 1280
after global routing | 0.240 | 1320
final | 0.220 | 1320
==> what timing repair did <==
action                     CTS  global route
buffers inserted             0             1
setup endpoints to repair    2             1
cloned                       0             0
pin swaps                   46            16
gates resized              229            34
==> tightest hold or removal path: stages <==
cell and delay (ns):
buf_6 0.08, nor4_1 0.04, nand4_1 0.07, o211ai_1 0.08, nand2_1 0.08, nor3b_2 0.04
buf_2 0.11
==> kinds of logic after synthesis <==
family                    share of synthesized area [%]
xor gates and xnor gates                           55.7
and+or+nand+nor                                    38.1
AOI/OAI and AO/OA                                  5.47
buffers and inverters                             0.746
==> power groups by stage <==
stage,Combinational [mW],Clock [mW],Sequential [mW]
4_1_cts,0.211,0,0
5_1_grt,0.240,0,0
6_report,0.220,0,0
No activity file was given, so power comes from the tool's default toggle rates.
