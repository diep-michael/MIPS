==> ./design.v <==
`timescale 1ns / 1ps
module DIV_32(FS, S, T, quot, rem);
 input [4:0] FS;
 input [31:0] S, T;
 output [31:0] quot, rem;
 integer S_int, T_int;
 always @ (*)
   begin
   S_int <= S;
   T_int <= T;
   end
  assign quot = S_int / T_int;
  assign rem  = S_int % T_int;
endmodule
==> ./run.sh <==
#!/bin/bash
# OpenROAD 26Q1-2900-gdf79404cd8, Yosys 0.63+post, stock flow scripts
make -C /OpenROAD-flow-scripts/flow DESIGN_CONFIG=/design/flow/config.mk WORK_HOME=/design/flow/orfs finish
==> ./config.mk <==
export PLATFORM = sky130hd
export DESIGN_NAME = DIV_32
export DESIGN_NICKNAME = DIV_32
export VERILOG_FILES = /design/flow/design.v
export SDC_FILE = /design/flow/constraint.sdc
export NUM_CORES = 4
export LEC_CHECK = 1
export CORE_UTILIZATION = 40
==> ./constraint.sdc <==
current_design DIV_32

set clk_period 286.8
set clk_io_pct 0.2

create_clock -name clk0 -period $clk_period

set non_clock_inputs [all_inputs -no_clocks]
set_input_delay [expr $clk_period * $clk_io_pct] -clock clk0 $non_clock_inputs
set_output_delay [expr $clk_period * $clk_io_pct] -clock clk0 [all_outputs]
==> results.json <==
{
  "outcome": "finished, final reports clean",
  "synth.avg_cell_area_sq_um": 6.70,
  "gp_congestion": 1.10,
  "grt_antenna_before_repair": 9,
  "nClkBuffers": 0,
  "crit_family": "AND-OR/OR-AND gates",
  "worst_path_largest_cell_delay_ns": 0.93,
  "fill_cells": 9403,
  "setup_viol": 0,
  "final-seq-area_sq_um": 0,
  "rsz0062_at_grt": "false",
  "worst_setup_path_start_kind": "primary input",
  "mi_logic_area_sq_um": 34600,
  "finalCriticalPeriod_ns": 211.55,
  "fp_util": 0.404,
  "synthCells": 5349,
  "fp.dieArea_sq_um": 90800,
  "ys_area_sq_um": 35900,
  "fp.dieH_um": 301,
  "grt_pass1_vias": 38900,
  "viasPerCell": 6.54,
  "drt_pass1_iterations": 24,
  "synth_seq_share": 0,
  "area_growth_pct": 9.67,
  "crit_required_ns": 229.44,
  "hold_class": "primary input to primary output",
  "ios": 133,
  "overflow": 0,
  "fin_crit_sh": 0.738,
  "ir_worst_vdd_mv": 0.0178,
  "synth_cell_type_count": 115,
  "p_per_area_nw_per_um2": 6.96,
  "drv_cap": 0,
  "die_width_um": 301,
  "cts_setup_buffers": 0,
  "wire_per_inst_um": 26.2,
  "slowest_stage": "a2111oi_0",
  "vias": 43400,
  "post_cts_resized": 0,
  "portBuffers": 128,
  "ys_warn_count": 1,
  "drv_slew": 0,
  "netlist_area_sq_um": 35900,
  "p_total_mw": 0.274,
  "dp_hpwl_mm": 139,
  "grt.total_usage": 0.378,
  "cp-end-kind": "primary output",
  "path_max_fanout": 52,
  "grt_max_degree": 53,
  "routed_wirelength_mm": 174,
  "fin_tns_setup_ns": 0,
  "crit_type": "primary input to primary output",
  "ys_cells": 5349,
  "drc": 0,
  "hold_buffers": 0,
  "dr.first_iter.drc_count": 4732,
  "drive_above_1_share": 0.0787,
  "antenna_left": 0,
  "cp_common_cell": "a21oi_1",
  "crit_buf_inv": 29,
  "warning_count": 38,
  "hold_viol": 0,
  "max_freq_mhz": 4.73,
  "critical_path_arrival_ns": 154.19,
  "grt_pass1_wl_mm": 254,
  "slew_headroom": 0.268,
  "ff_count": 0,
  "leakagePower_nw": 16.9,
  "num_rows": 109,
  "worstMarginPinSlew_ns": 1.09,
  "core_sq_um": 88600
}
## cells by family after synthesis
family / Yosys count / share of synthesized area
AOI/OAI and AO/OA: 1891 / 0.357
xor gates and xnor gates: 483 / 0.119
adders and majority gates: 534 / 0.187
buffers and inverters: 372 / 0.0423
muxes: 80 / 0.0242
and+or+nand+nor: 1989 / 0.271
## layout by cell type (no fill, tap or decap), drive strengths merged, types with 22 or more instances in the layout
master / synthesis / layout
a211o: 22 / 22
a211oi: 40 / 40
a21boi: 26 / 26
a21o: 162 / 162
a21oi: 495 / 495
a221oi: 32 / 32
a22oi: 41 / 41
a31oi: 99 / 99
and2: 39 / 39
and3: 54 / 54
and4: 29 / 29
buf: 78 / 167
clkdlybuf4s50: 0 / 126
ha: 533 / 533
inv: 191 / 190
mux2: 53 / 53
mux2i: 27 / 27
nand2: 556 / 556
nand2b: 37 / 37
nand3: 146 / 146
nand4: 82 / 82
nor2: 560 / 560
nor2b: 47 / 47
nor3: 179 / 179
nor4: 59 / 59
o2111ai: 25 / 25
o211ai: 70 / 70
o21a: 118 / 118
o21ai: 330 / 330
o21bai: 52 / 52
o22ai: 29 / 29
o31a: 29 / 29
o31ai: 64 / 64
or2: 58 / 58
or3: 71 / 71
xnor2: 305 / 305
xor2: 178 / 178
## per-layer routing
metal,part of all wire,vias up,GRT usage
li1,-,20500,-
met1,0.43,20200,0.548
met2,0.40,2292,0.536
met3,0.12,364,0.0980
met4,0.044,12,0.131
met5,0.00075,-,0
## path summary, 6_finish.rpt
kind  cells after the start      end  start  slack, ns
max                     332  rem[31]   T[8]      75.25
min                       4   rem[0]   S[0]     115.83
## report_power, final
part / switching, mW / internal [mW]
Clock: 0 / -0.00000000000711
Sequential: 0 / 0
Combinational: 0.159 / 0.115
## through the flow
step                      utilization  setup slack (ns)  hold slack [ns]  std cells  area, sq um
final                           0.444             75.25           115.83       6631        39300
after floorplan                     -             95.83           114.85       5349        35900
after global placement          0.443             79.44           115.83       6629        39300
after CTS                       0.443             78.69           115.83       6629        39300
after global routing            0.443             71.79           115.93       6629        39300
after detailed placement        0.443             79.16           115.82       6629        39300
## cell type report
cell class / instances / area share
multi-input combinational: 4977 / 0.880
timing repair buffer: 293 / 0.0638
tap: 1165 / 0.0371
inverter: 194 / 0.0185
antenna: 2 / 0.000127
## tightest hold or removal path, stage by stage
cell and delay, ns:
clkdlybuf4s50_1 0.49, nor2_1 0.13, a21oi_1 0.07, clkdlybuf4s50_1 0.42
## cells in the mapped netlist, drive strengths merged, types with 71 or more instances
| library cell | instances | area (sq um) |
|---|---|---|
| nand4 | 82 | 566 |
| a31oi | 99 | 626 |
| xor2 | 178 | 1570 |
| or3 | 71 | 449 |
| inv | 191 | 717 |
| o21ai | 330 | 1660 |
| xnor2 | 305 | 2680 |
| o21a | 118 | 886 |
| nand2 | 556 | 2090 |
| buf | 78 | 412 |
| a21o | 162 | 1220 |
| nand3 | 146 | 741 |
| a21oi | 495 | 2480 |
| nor2 | 560 | 2110 |
| ha | 533 | 6670 |
| clkbuf | 100 | 375 |
| nor3 | 179 | 928 |
