===== ./design.v =====
`timescale 1ns / 1ps
module MPY_32(FS, S, T, Y_hi, Y_lo);
 input [4:0] FS;
 input [31:0] S, T;
 output [31:0] Y_hi, Y_lo;
 integer S_int, T_int;
 always @ (*)
   begin
   S_int <= S;
   T_int <= T;
   end
  assign {Y_hi, Y_lo} = S_int * T_int;
endmodule

===== ./run.sh =====
#!/bin/bash
# OpenROAD 26Q1-2900-gdf79404cd8, Yosys 0.63+post, stock flow scripts
make -C /OpenROAD-flow-scripts/flow DESIGN_CONFIG=/design/flow/config.mk WORK_HOME=/design/flow/orfs finish

===== ./config.mk =====
export PLATFORM = sky130hd
export DESIGN_NAME = MPY_32
export DESIGN_NICKNAME = MPY_32
export VERILOG_FILES = /design/flow/design.v
export SDC_FILE = /design/flow/constraint.sdc
export NUM_CORES = 4
export LEC_CHECK = 1
export CORE_UTILIZATION = 50

===== ./constraint.sdc =====
current_design MPY_32

set clk_period 40.5
set clk_io_pct 0.2

create_clock -name clk0 -period $clk_period

set non_clock_inputs [all_inputs -no_clocks]
set_input_delay [expr $clk_period * $clk_io_pct] -clock clk0 $non_clock_inputs
set_output_delay [expr $clk_period * $clk_io_pct] -clock clk0 [all_outputs]

==> out/metrics.csv <==
metric,value,unit
outcome,"finished, final reports clean",
met3 GRT Util,8.342,%
global-route met1 utilization,44.24,%
GRT overflow,0,
IO Count,133,
DRC,0,
Hold Crit Start,S[0],
Post-Synthesis Cells,3876,
layer with the highest usage,met2,
Die ar.,73540,µm²
Layout area overhead,6.006,%
"Compound Share, Synth",3.816,%
Slew Limit Headroom,40.10,%
Worst EP required,32.40,ns
Final WS setup,14.87,ns
Unique cell types,61,
tool warnings,37,
max-cap violation count,0,
Fmax achieved,0.03902,GHz
"CP delay by family, top",adder cells,
hold_buf cts,0,
vias,25108,
Post-Layout Cell Count,4816,
FFs & Latches,0,
pre-CTS setup slack,14.83,ns
Die H,271.2,µm
warnings from Yosys,1,
layout cells sized above 1,2.354,%
Area leader share,59.79,%
post-synth top area cell,fa_1,
Initial Utilization,50.59,%
postcts setup bufs,0,
# diodes,0,
Reg area,0,µm²
Final Hold Vio Count,0,
routed wire length,93150,µm
endpoints failing setup,0,
critical path capture point type,output port,
RSZ-0062 raised after global routing,false,
Top Layout Cells,"1082 x fa_1, 957 x inv_1, 518 x nand2_1",
Total GRT Usage,29.59,%
WP buf/inv,8,
largest net degree at the start of global routing,33,
Post-synth seq share,0,%
yosys xor share,1.692,%
Synth Area per Inst,9.347,µm²
simple-gate share of the synthesized area,16.25,%
WHS Endpoint,Y_lo[0],
kind of critical path,primary input to output port,
# Cells Yosys,3876,
Max stage delay on crit path,1.05,ns
first-pass GRT wire length,154300,µm
count of input and output buffers,128,
"Top cell by count, worst path",fa_1,
post-route ant nets,0,
Pins Over Slew Limit,0,
post-DP HPWL,76050,µm
post_cts resized,0,
Synth Cell Area,36230,µm²
initial antenna violation count,0,
fin crit period,25.63,ns
met2 Use GR,47.30,%
Core Region,71610,µm²
chip width,271.2,µm
setup TNS,0,ns
Placed Cells,4816,
hold path depth,4,
biggest area cells,"fa_1 60%, inv_1 9.9%, and2_1 8.9%",
Post-Synth Adder-Cell Area,66.15,%
Main logic family,adder cells,
"slowest stage cell, crit path",fa_1,
row count,98,
startpoint types,primary input,
Pre-antenna DRT Iters,5,
final period utilization,63.29,%
Worst Setup SP,T[2],
GP Congestion,0.9581,
DR vias/cell,5.213,
most used logic cell in the final layout,fa_1,
Yosys chip area,36230,µm²
Worst Max-Slew Pin Slew,0.8873,ns
initial drt markers,951,
mux share,0,%
WL per Instance,19.34,µm
Hold Path Class,primary input to output port,
layout clock buffer count,0,
vias in the first global route,28013,
crit path DAT,17.53,ns
largest fanout on the critical path,32,
[routing by layer]
| layer | up-vias | wire (µm) |
|---|---|---|
| met5 | - | 0 |
| met4 | 0 | 2215 |
| met3 | 109 | 6912 |
| met2 | 848 | 47180 |
| met1 | 13124 | 36840 |
| li1 | 11027 | - |
[metrics by stage]
step | area [µm²] | hold WS (ns) | util [%]
after floorplan | 36230 | 16.28 | -
after global placement | 38400 | 17.51 | 53.63
after detailed placement | 38400 | 17.50 | 53.63
after CTS | 38400 | 17.50 | 53.63
after global routing | 38400 | 17.58 | 53.63
final | 38400 | 17.49 | 53.63
[kinds of logic (layout without fill, tap and decap cells)]
family / Yosys count / after routing
fa+ha+maj: 1266 / 1266
simple gates: 1168 / 1168
buf+inv: 1161 / 1151
compound gates: 211 / 211
xor+xnor: 70 / 70
[how the worst max path moves through the flow]
stage | endpoint | slack (ns) | cells after the start
CTS | Y_hi[30] | 14.79 | 27
global route | Y_hi[30] | 14.28 | 27
finish | Y_hi[30] | 14.87 | 27
[final cells by class]
cell class	count	area (µm²)
multi-input cells	2715	31850
fillers	6636	33210
repair buffers	194	1777
well taps	950	1189
inverters	957	3592
[cell usage after synthesis, types with 4 or more instances]
| master | instances |
|---|---|
| a211oi_1 | 8 |
| o21ai_1 | 5 |
| ha_1 | 184 |
| nor2_1 | 54 |
| fa_1 | 1082 |
| a21oi_1 | 64 |
| nand2_1 | 518 |
| nand4_1 | 11 |
| xor2_1 | 23 |
| xnor2_1 | 47 |
| a31oi_1 | 8 |
| or3_1 | 4 |
| nor3_1 | 11 |
| o21a_1 | 6 |
| nand2b_1 | 12 |
| a311oi_1 | 4 |
| and2_1 | 513 |
| nand3_1 | 14 |
| inv_1 | 957 |
| o21ai_0 | 43 |
| o21bai_1 | 15 |
| nor2b_1 | 5 |
| clkbuf_1 | 197 |
| and2_2 | 5 |
| a21o_1 | 24 |
| and4_1 | 6 |
| and3_1 | 6 |
[worst min-delay path, cell delays in order]
cell             delay, ns
clkdlybuf4s50_1       0.39
buf_4                 0.27
and2_1                0.22
clkdlybuf4s50_1       0.40
